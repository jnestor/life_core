[design/flow/design.v]
`timescale 1ns / 1ps
module FSM(
    input clk,
    input trigger,
    input enb,
    input run,
    input reset,
    output logic [5-1:0] x,
    output logic [5-1:0] y,
    output logic [3-1:0] cmd,
    output logic [1-1:0] val
    );
    parameter DEFAULT = 4'b0000, RUN = 4'hF;
    logic [3:0] state, next_state;
    always_ff @(posedge clk) begin
        if(reset) state <= DEFAULT;
        else if(run & trigger) state <= RUN;
        else state <= next_state;;
    end
    always_comb begin
        if(state == RUN) next_state = DEFAULT;
        if(state == DEFAULT) next_state = enb ? 4'b1 : DEFAULT;
        else if (state == 4'd13) next_state = DEFAULT;
        else next_state = state + 1;
    end
    always_comb begin
        case(state)
            DEFAULT: begin
                x = 0;
                y = 0;
                cmd = 3'd0;
                val = 0;
            end
            4'b0001: begin
                x = 5;
                y = 5;
                cmd = 3'd3;
                val = 1;
            end
            4'b0010: begin        
                x = 5;            
                y = 6;            
                cmd = 3'd3;
                val = 1;          
            end
            4'b0011: begin        
                x = 6;            
                y = 5;            
                cmd = 3'd3;
                val = 1;          
            end                   
            4'b0100: begin        
                x = 6;            
                y = 6;            
                cmd = 3'd3;
                val = 1;          
            end                   
            4'b0101: begin        
                x = 6;            
                y = 8;            
                cmd = 3'd3;
                val = 1;          
            end                   
            4'b0110: begin        
                x = 7;            
                y = 9;            
                cmd = 3'd3;
                val = 1;          
            end                   
            4'b0111: begin        
                x = 9;            
                y = 9;            
                cmd = 3'd3;
                val = 1;          
            end                   
            4'b1000: begin        
                x = 4'hA;            
                y = 9;            
                cmd = 3'd3;
                val = 1;          
            end                   
            4'b1001: begin        
                x = 4'hA;            
                y = 4'hA;            
                cmd = 3'd3;
                val = 1;          
            end                   
            4'b1010: begin        
                x = 9;            
                y = 4'hA;            
                cmd = 3'd3;
                val = 1;          
            end                   
            4'b1011: begin        
                x = 9;            
                y = 7;            
                cmd = 3'd3;
                val = 1;          
            end                   
            4'b1100: begin        
                x = 8;            
                y = 6;            
                cmd = 3'd3;
                val = 1;          
            end
            4'b1111: begin
                x = 0;
                y = 0;
                cmd = 3'd1;
                val = 0;
            end                                     
            default: begin        
                x = 0;            
                y = 0;            
                cmd = 3'd0;
                val = 0;          
            end                                      
        endcase
    end
endmodule
[design/flow/run.sh]
#!/bin/bash
# OpenROAD 26Q1-2900-gdf79404cd8, Yosys 0.63+post, stock flow scripts
make -C /OpenROAD-flow-scripts/flow DESIGN_CONFIG=/design/flow/config.mk WORK_HOME=/design/flow/orfs finish
[design/flow/constraint.sdc]
current_design FSM

set clk_period 2.4
set clk_io_pct 0.2

create_clock -name clk0 -period $clk_period [get_ports {clk}]

set non_clock_inputs [all_inputs -no_clocks]
set_input_delay [expr $clk_period * $clk_io_pct] -clock clk0 $non_clock_inputs
set_output_delay [expr $clk_period * $clk_io_pct] -clock clk0 [all_outputs]
[design/flow/config.mk]
export PLATFORM = sky130hd
export DESIGN_NAME = FSM
export DESIGN_NICKNAME = FSM
export VERILOG_FILES = /design/flow/design.v
export SDC_FILE = /design/flow/constraint.sdc
export NUM_CORES = 4
export LEC_CHECK = 1
export CORE_AREA = 10 10 85 85
export DIE_AREA = 0 0 95 95
==> flow_summary.yaml <==
# yosys + openroad results
floorplan:
  initial_utilization_pct: 16.3
  die_y_um: 95
  io_pins: 19
  placementRows: 27
  die_x_um: 95
  coreArea_um2: 5470
  die_area_um2: 9030
pwr:
  pwr-share-clk_pct: 24.2
  power.total_mw: 0.944
  p_int_mw: 0.648
  switchingPower_mw: 0.296
  switching_share_pct: 31.4
  power_leakage_nw: 0.466
  ir_worst_vdd_v: 0.000185
  p_comb_share_pct: 42.6
  p_per_area_nw_per_um2: 778
  power_frac_seq_pct: 33.2
yosys:
  yosysTopAreaCell: "dfxtp_1"
  common_cells: "dfxtp_1, inv_1, ha_1"
  ff_type: "dfxtp_1"
  ys.flops: 14
  yosys_warnings: 1
  yosys_area_um2: 891
  synth.most_common_cell: "dfxtp_1"
  synth_area_um2: 891
  ys_seq_share_pct: 31.5
  yosys.area.top_type_share_pct: 31.5
  topCellsByArea: "dfxtp_1, ha_1, buf_4"
  syn_inst: 94
  ys_cells: 94
  synth.distinct_cells: 38
  ys_async_sr_fraction_pct: 0
  avgSynthCellArea_um2: 9.48
  edf_count: 0
worst_hold_path:
  worstHoldStart: "state[0]"
  hold_class: "reg -> reg"
critical_path:
  crit_fanout: 4
  worstSetupPathType: "reg -> reg"
  crit_path_top_delay_cell: "dfxtp_1"
  end_kind: "register"
  timing.rr.start: "state[1]"
  worstPathArrival_ns: 2.39
  startpoint: "state[1]"
  crit_chain: "inv_1 -> ha_2 -> inv_1 -> or3_1 -> o221ai_2 -> a21oi_2 -> inv_1 -> ha_1 -> nand3_1 -> o31ai_1 -> a22o_1"
  crit_required_ns: 2.54
  cp-start-kind: "register"
  cp_common_cell: "inv_1"
  crit_path_max_incr_delay_ns: 0.34
final_timing:
  whs_ns: 0.703
  worst_pin_slew_ns: 0.521
  finalSetupViolations: 0
  max_freq_mhz: 444
  worst_slack_ns: 0.149
  skew_ns: 0.00378
  max-slew-margin-rel_pct: 65.2
  period_needed_ns: 2.25
  fin_crit_sh_pct: 93.8
  hold_viol: 0
  slew_viol_final: 0
clock_tree:
  postCtsSetupBuffers: 0
  cts_tree: "done"
  htree_levels: 1
  cts_buffer_depth: 2
  hold_buffers: 0
  cts.clk_slew.worst_paths_ns: 0.06
  cts.sinks: 14
  root_buffer: "clkbuf_8"
  cts_resized: 0
  clkLatencyLatePin_ns: 0.24
  cts-buffers-inserted: 3
routing:
  drt_first_pass_iters: 4
  post_drt_via_cell_ratio: 3.91
  ant_nets: 0
  vias: 727
  wire_per_inst_um: 10.7
  first_iter_violations: 48
  antenna_cells: 0
  drcViolationCount: 0
  wl_mm: 2.00
final_layout:
  layout-drive-gt1-share_pct: 24.6
  stdcell_count: 186
  fill_cells: 598
  synthToLayoutAreaGrowth_pct: 36.1
  fin_area_um2: 1210
placed_design:
  dpl_cell_area_um2: 1130
  routabilityCongestion: 0.847
  dp_hpwl_mm: 1.60
  place_inst: 182
  pre_cts_ws_ns: 0.0441
  numPortBuffers: 15
grt:
  grt_max_degree: 11
  grtUsageTotal_pct: 4.34
  grt_pass1_vias: 688
  grt_overflow: 0
  antenna_found_initial: 0
  grt_pass1_wl_mm: 3.31
flow_run:
  cap_viol_max_count: 0
  warnings: 31
run_status:
  status: "finished clean"
## layer usage
metal / global-route usage [%] / part of all wire, %
met2: 6.86 / 45
met1: 5.87 / 48
met3: 1.04 / 5.3
met5: 0 / 0
met4: 0.998 / 1.1
## critical path: cells and delay by family (launching register included)
family / cells / cell delay (ns)
fa+ha+maj: 2 / 0.49
flops: 1 / 0.34
compound gates: 4 / 0.63
buf+inv: 3 / 0.25
simple gates: 2 / 0.43
## state kept, by name, summed over array words and instances (netlist names)
signal,flops
x,4
cmd,2
state,4
y,4
## stage by stage
step / utilization (%) / setup TNS [ns]
2_1_floorplan: - / 0
3_3_place_gp: 20.7 / 0
3_5_place_dp: 20.7 / 0
4_1_cts: 21.7 / 0
5_1_grt: 22.2 / -0.00759
6_report: 22.2 / 0
## placed cells by master (no fill, tap or decap), types with 2 or more instances in the layout
cell type	synthesis	final
a21oi_1	7	6
a21oi_2	1	2
a31oi_1	3	3
and2_1	2	2
buf_4	5	5
clkbuf_8	0	4
clkdlybuf4s50_1	0	15
conb_1	1	3
dfxtp_1	14	13
ha_1	8	6
ha_2	0	2
inv_1	9	9
nand2_1	3	3
nand3_1	3	3
nor2_1	6	6
nor2_2	2	2
o21ai_0	2	2
o22ai_1	4	4
or3_1	2	2
## cells by family (layout without fill, tap and decap cells)
| kind of cell | Yosys count | in the layout | synth area share (%) |
|---|---|---|---|
| adders and majority gates | 8 | 8 | 11.2 |
| DFF | 14 | 14 | 31.5 |
| xor gates and xnor gates | 1 | 1 | 0.983 |
| other | 1 | 3 | 0.421 |
| buffers and inverters | 16 | 34 | 8.85 |
| AOI/OAI and AO/OA | 30 | 30 | 31.7 |
| and+or+nand+nor | 24 | 24 | 15.3 |
## power by group through the flow
stage,sequential [mW],combinational [mW],clock (mW)
CTS,0.314,0.395,0.237
global route,0.319,0.444,0.248
finish,0.314,0.402,0.228
## layout make-up
type / count / area, um2 / share of cell area (%)
inverters: 10 / 37.5 / 3.10
flip-flops and latches: 14 / 282 / 23.2
multi-input cells: 66 / 561 / 46.2
well taps: 72 / 90.1 / 7.43
clock buffers: 4 / 55.1 / 4.54
repair buffers: 20 / 188 / 15.5
## final timing paths
kind                                 end  cells past startpoint  slack (ns)
worst max register to register      x[0]                     11        0.15
worst max-delay path                x[0]                     11        0.15
worst min-delay path            state[0]                      3        0.70
worst min register to register  state[0]                      3        0.70
Power and IR drop assume default switching activity.
