===== run.sh =====
#!/bin/bash
# OpenROAD 26Q1-2900-gdf79404cd8, Yosys 0.63+post, stock flow scripts
make -C /OpenROAD-flow-scripts/flow DESIGN_CONFIG=/design/flow/config.mk WORK_HOME=/design/flow/orfs finish

===== config.mk =====
export PLATFORM = sky130hd
export DESIGN_NAME = Top
export DESIGN_NICKNAME = Top
export VERILOG_FILES = /design/flow/design.v
export SDC_FILE = /design/flow/constraint.sdc
export NUM_CORES = 4
export LEC_CHECK = 1
export CORE_UTILIZATION = 50

===== constraint.sdc =====
current_design Top

set clk_period 101.6
set clk_io_pct 0.2

create_clock -name clk0 -period $clk_period [get_ports {clk}]

set non_clock_inputs [all_inputs -no_clocks]
set_input_delay [expr $clk_period * $clk_io_pct] -clock clk0 $non_clock_inputs
set_output_delay [expr $clk_period * $clk_io_pct] -clock clk0 [all_outputs]

===== design.v =====
`timescale 1ns / 1ps
module Display(
    input [10:0] x,
    input [10:0] y,
    input [1-1:0] state,
    output [11:0] rgb,
    output [5-1:0] x_array,
    output [5-1:0] y_array
    );
    logic [11:0] color;
    assign out_of_range = x[10] == 1'b1 || y[10] == 1'b1;
    assign rgb = ~out_of_range ? color : 0;
    assign x_array = x[9:9-5+1];
    assign y_array = y[9:9-5+1];
    always_comb begin
        case(state)
        1'b1:
            color = 12'hFFF;
        1'b0:
            color = 12'h000;
        default:
            color = 12'h000;
        endcase
    end
endmodule
`timescale 1ns / 1ps
module Timer(
    input clk,
    output reg trigger
    );
    parameter COUNT_MAX = 1000;
    reg [31:0] count;
    always @(posedge clk) begin
        count <= count + 1;
        if (count == COUNT_MAX) begin
            trigger <= 1;
            count <= 0;
        end
        else trigger <= 0;
   end
endmodule
`timescale 1ns / 1ps
module Top(
    input clk,
    input [5-1:0] adr_x,
    input [5-1:0] adr_y,
    input [3-1:0] opcode,
    input [1-1:0] vali,
    output [1-1:0] valo,
    output [3:0] red,
    output [3:0] green,
    output [3:0] blue,
    output Hsync, Vsync, written
    );
    logic [1:0] cmd;
    wire [10:0] x,y;
    wire [5-1:0] vga_x;
    wire [5-1:0] vga_y;
    wire [1-1:0] vga_out;
    Timer #(.COUNT_MAX(100000000)) timer (.clk(clk),.trigger(trigger));
    pe_array ARRAY (.clk(clk),
                    .trigger(trigger),
                    .cmd(opcode),
                    .adr_x_i(adr_x),
                    .adr_y_i(adr_y),
                    .adr_x_vga(vga_x),
                    .adr_y_vga(vga_y),
                    .state_in(vali),
                    .active(active),
                    .state_out(valo),
                    .vga_out(vga_out),
                    .written(written)
                    );
    VESADriver vga_driver (.clk(clk),
                           .Hsyncb(Hsync),
                           .Vsyncb(Vsync),
                           .x(x),
                           .y(y)
                           );
    Display display (.x(x),
                     .y(y),
                     .state(vga_out),
                     .rgb({red,green,blue}),
                     .x_array(vga_x),
                     .y_array(vga_y)
                     );
endmodule
`timescale 1ns / 1ps
module VESADriver(
		  input clk,
		  output reg Hsyncb,
		  output reg Vsyncb,
		  output [10:0] x,
		  output reg [10:0] y = 0
		  );
   parameter 		 HLEN             = 11'd1280;
   parameter 		 HFRONT_PORCH_LEN = 11'd48;
   parameter 		 HSYNC_WIDTH      = 11'd112;
   parameter 		 HBACK_PORCH_LEN  = 11'd248;
   parameter 		 HTOTAL           = 11'd1688;
   parameter 		 VHEIGHT          = 11'd1024;
   parameter  		 VFRONT_PORCH_LEN = 11'd1;
   parameter 		 VSYNC_LEN        = 11'd3; 
   parameter 		 VBACK_PORCH_LEN  = 11'd38;
   parameter 		 VTOTAL           = 11'd1066;
   reg [10:0] 		 xinternal = 0;
   assign 		 x = xinternal;
   assign 		 Hsync = ~((xinternal > HLEN + HFRONT_PORCH_LEN)
				   && (xinternal < HLEN + HFRONT_PORCH_LEN + HSYNC_WIDTH));
   assign 		 Vsync = ~((y > VHEIGHT + VFRONT_PORCH_LEN)
				   && (y < VHEIGHT + VFRONT_PORCH_LEN + VSYNC_LEN));
   assign 		 frame = (xinternal == HTOTAL-1 && y == VTOTAL-1);
   always @(posedge clk) begin
      Hsyncb <= Hsync;
      Vsyncb <= Vsync;
      if (xinternal == HTOTAL-1 && y != VTOTAL-1) begin
			 xinternal <= 0;
			 y <= y+1;
      end
      else xinternal<= xinternal+1;
      if (xinternal == HTOTAL-1 &&y == VTOTAL-1) begin
			 y <= 0;
			 xinternal <= 0;
      end
   end
endmodule
module pe (input clk, trigger, rst,
       input 		       rsel_i, csel_i,  
       input               vga_rsel, vga_csel,  
       input [3-1:0]    cmd,
       output [1-1:0] status_out,  
       input [1-1:0]  state_in,
       output reg [1-1:0] state_out,  
       output reg [1-1:0] vga_out,
       output 		       active,  
       input [1-1:0]  w_i, e_i, n_i, s_i,  
       input [1-1:0]  nw_i, ne_i, sw_i, se_i,     
       output reg written  
       );
   logic sel_i, vga_sel, nwritten;
   assign sel_i = rsel_i & csel_i;
   assign vga_sel = vga_rsel & vga_csel;
   logic [1-1:0] 	      state, nstate, nstate_out, nvga_out;
    function [1-1:0] status_from_state;
        input [1-1:0] state;
        status_from_state = state;   
    endfunction  
    assign              status_out = status_from_state(state);
   logic [3*1:0] 			 neighbor_count;
   assign neighbor_count = w_i + n_i + e_i + s_i
      + nw_i + ne_i + sw_i + se_i;
    always_ff @(posedge clk)
        if (rst) begin 
            state <= 1'b0;
            state_out <= 1'b0;
            vga_out <= 1'b0;
            written <= 0;
        end
        else begin 
            state <= nstate;
            state_out <= nstate_out;
            vga_out <= nvga_out;
            written <= nwritten;
        end
    always_comb begin
        if(vga_sel)
            nvga_out = state;
        else
            nvga_out = 0;
       nstate_out = 0;
       nstate = state;
       nwritten = 0;
       case (cmd)
            3'd0: begin
                    nstate = state;   
                end
            3'd1: begin
                    if (!trigger) nstate = state;  
                    else if (neighbor_count < 2) nstate = 1'b0;
                    else if (neighbor_count == 2) nstate = state;
                    else if (neighbor_count == 3) nstate = 1'b1;
                    else nstate = 1'b0;
                end
            3'd3:
                if (sel_i) begin
                    nstate = state_in;
                    nwritten = 1;
                end
                else begin
                    nstate = state;
                    nwritten = 0;
                end
            3'd2:
                if(sel_i) begin
                    nstate_out = state;
                end
            default: begin
                nstate = state;
                nstate_out = 0;
            end
        endcase  
   end  
   assign active = nstate != state;
endmodule  
module pe_array ( input                       clk,
          input trigger,
 		  input [3-1:0]    cmd,
		  input [1-1:0]  state_in,
		  output logic [1-1:0] state_out,
		  output logic [1-1:0] vga_out,
		  output logic		      active,
		  output logic            written,
		  input [5-1:0]      adr_x_i,
		  input [5-1:0]      adr_y_i,
          input [5-1:0]      adr_x_vga,
          input [5-1:0]      adr_y_vga
		  );
   assign reset = (cmd == 3'd4);
   genvar i, j;
   logic [32+2-1:0][32+2-1:0][1-1:0] status_a;   
   logic [32-1:0][32-1:0] active_a;
   logic [32-1:0][32-1:0][1-1:0] state_out_a; 
   logic [32-1:0][32-1:0][1-1:0] vga_out_a; 
   logic [32-1:0][32-1:0] written_a; 
    logic [32-1:0] 		csel_i;
    logic [32-1:0] 		rsel_i;
    logic [32-1:0] 		csel_vga;
    logic [32-1:0] 		rsel_vga;
    generate
        for (i=0; i<32; i=i+1) begin
            assign csel_i[i] = (adr_x_i == i);
            assign csel_vga[i] = (adr_x_vga == i);
        end
    endgenerate
    generate
        for (i=0; i<32; i=i+1) begin
            assign rsel_i[i] = (adr_y_i == i);
            assign rsel_vga[i] = (adr_y_vga == i);
        end
    endgenerate
    generate
        for (i=1; i<32+1; i=i+1)  
	    begin: col
	        for (j=1; j<32+1; j=j+1)  
	        begin : row
		    pe PE_INST (
		                .clk(clk),
		                .trigger(trigger),
		                .rst(reset),
		                .rsel_i(rsel_i[(j-1)]),
		                .csel_i(csel_i[(i-1)]),
                        .vga_rsel(rsel_vga[(j-1)]),
                        .vga_csel(csel_vga[(i-1)]),
                        .cmd(cmd),
		      	        .status_out(status_a[(i)][(j)]),
		      	        .state_in(state_in),
		                .state_out(state_out_a[(i-1)][(j-1)]),
		      	        .active(active_a[(i-1)][(j-1)]),
		      	        .vga_out(vga_out_a[(i-1)][(j-1)]),
		      	        .w_i(status_a[i-1][j]),
		      	        .n_i(status_a[i][j-1]),
		      	        .e_i(status_a[i+1][j]),
		      	        .s_i(status_a[i][j+1]),
		      	        .nw_i(status_a[i-1][j-1]),
		      	        .ne_i(status_a[i+1][j-1]),
		      	        .se_i(status_a[i+1][j+1]),
		      	        .sw_i(status_a[i-1][j+1]),
		      	        .written(written_a[i-1][j-1])
	                    );
		  end
	    end
    endgenerate
    generate
        for (i=0; i<32+2; i=i+1) begin
            assign status_a[i][0] = 1'b0;    
	        assign status_a[i][32+1] = 1'b0;   
        end
    endgenerate
    generate
        for (j=1; j<32+2; j=j+1) begin
	       assign status_a[0][j] = 1'b0;    
	       assign status_a[32+1][j] = 1'b0;   
        end
    endgenerate
    always_comb
        begin
	       integer i, j;
	       active = 0;
	       state_out = 0;
	       written = 0;
	       for (i=0; i<32; i=i+1) begin
	           for (j=0; j<32; j=j+1) begin
	               active = active | active_a[i][j];
	               state_out = state_out | state_out_a[i][j];
	               written = written | written_a[i][j];
	           end
	       end
        end
     always_comb
         begin
            integer i, j;
            vga_out = 0;
            for (i=0; i<32; i=i+1) begin
                for (j=0; j<32; j=j+1) begin
                    vga_out = vga_out | vga_out_a[i][j];
                end
            end
         end
endmodule  

==> impl_metrics.csv <==
group,metric,value,unit
setup_path,timing.rr.start,"timer.trigger",
clock_network,cts_resized,0,
yosys,ys_cells,33150,
timing,rsz0062_at_grt,"false",
setup_path,start_kind,"flop",
setup_path,worstPathMaxFanout,7,
setup_path,worst-path-buf-inv,1,
setup_path,crit_required,81280,ps
timing,period_used_share,25.43,%
floorplan,row_count,288,
clock_network,cts-root-buf,"clkbuf_16",
clock_network,cts.path.max_buffers,4,
clock_network,numCtsBuffers,467,
yosys,syn_area,0.3101,mm2
drt,vias,240000,
yosys,ys_seq_share,26.81,%
min_path,min_path_type,"reg -> reg",
drt,drt-initial-drc-count,15310,
placed_design,placedCellCount,40640,
timing,fin_setup_tns,0,ps
global_routing,antenna_found_initial,112,
global_routing,grt_pass1_vias,242600,
yosys,netlist_instances,33150,
drt,drt-total-wl,1061,mm
finish,utilization,54.79,%
finish,drive_gt1_share,4.545,%
setup_path,worstSetupPathType,"reg -> out",
global_routing,grt_start_max_net_pins,122,
finish,flop_area,0.08314,mm2
timing,worst_slew_pin_slew,1180,ps
floorplan,fp.dieW,789.5,um
clock_network,path_clk_slew,60,ps
timing,fin_crit,25830,ps
yosys,async_flop_share,0,%
finish,nFillCells,52490,
finish,combGateArea,0.1971,mm2
yosys,avgSynthCellArea,9.353,um2
clock_network,cts_hold_buf,0,
floorplan,fp.dieH,789.5,um
finish,syn_to_final_growth,8.936,%
floorplan,ios,31,
yosys,ys_warn_count,12,
setup_path,cp.arrival,5510,ps
floorplan,core,0.6166,mm2
yosys,ys_area,0.3101,mm2
floorplan,fp_util,50.29,%
drt,firstDrtPassIters,8,
clock_network,clk_latency,1100,ps
finish,post_layout_nonfiller_instances,41780,
timing,slew_headroom,20.62,%
yosys,edf_count,0,
global_routing,grt_usage,36.63,%
status,status,"completed",
setup_path,cp-end-kind,"output port",
timing,finalSetupViolCount,0,
drt,viasPerCell,5.744,
yosys,synthDistinctLibCells,53,
setup_path,setup.worst_path.start,"ARRAY.col[27].row[3].PE_INST.state_out",
clock_network,cts_setup_buffers,0,
timing,clock_skew,65.37,ps
setup_path,path_cells,"nor4_1 > nand4_1 > nor4_1 > nand4_1 > or4_1 > clkdlybuf4s50_1",
placed_design,dp_hpwl,782.2,mm
yosys,ys.flop_type,"dfxtp_1",
clock_network,htreeDepth,5,
yosys,ys_ff,4153,
placed_design,place_congestion,0.9562,
drt,antenna_left,0,
setup_path,crit_family,"simple AND/OR/NAND/NOR gates",
setup_path,slowest_delay,990,ps
drt,wl_per_cell,25.39,um
timing,hold_violations,0,
drt,drc,0,
placed_design,io_buffers,30,
min_path,hp-start,"ARRAY.col[32].row[32].PE_INST.state",
global_routing,grt-ovfl-total,0,
finish,mostFrequentLayoutCells,"6,680 x inv_1, 4,153 x dfxtp_1, 3,869 x nor2_1",
timing,fmax,0.03871,GHz
job,drv_cap,0,
finish,lay_top_count,"inv_1",
setup_path,critPathSlowestCell,"nor4_1",
global_routing,grt_pass1_wl,1592,mm
timing,slew_viol_final,0,
job,warning_count,181,
clock_network,clock-sinks,4153,
floorplan,dieArea,0.6233,mm2
clock_network,cts_tree,"done",
[worst paths after layout]
kind	slack (ps)	depth (start not counted)	to
worst min register to register	440	2	ARRAY.col[32].row[32].PE_INST.state_out
worst max-delay path	75770	6	valo[0]
worst min-delay path	440	2	ARRAY.col[32].row[32].PE_INST.state_out
worst max register to register	96220	12	ARRAY.col[32].row[26].PE_INST.state
[final cells by class]
| cell class | count | area share (%) |
|---|---|---|
| clock inverter | 272 | 1.192 |
| inverter | 6680 | 7.423 |
| antenna | 268 | 0.1985 |
| tap | 8265 | 3.061 |
| sequential | 4153 | 24.61 |
| timing repair buffer | 573 | 1.353 |
| clock buffer | 600 | 3.804 |
| multi-input combinational | 20970 | 58.36 |
[metrics by stage]
stage               instance area, um2  hold WS, ps  worst slack (ps)
floorplan                       310100        404.8             79550
global placement                320300        441.9             75420
detailed placement              320300        447.2             75430
CTS                             337100        445.3             75860
global route                    337400        487.9             75640
finish                          337800        440.6             75770
[layer usage]
metal  global-route usage (%)  wire, um
met1                    49.98    407600
met2                    50.75    450300
met3                    19.00    144800
met4                    15.81     56590
met5                   0.7782      1364
[state kept, by name (all words and copies together), names as in the netlist, 11 cells and up]
name and flops:
ARRAY.col.row.PE_INST.written 1024, vga_driver.xinternal 11, vga_driver.y 11, ARRAY.col.row.PE_INST.state 1024, timer.count 32, ARRAY.col.row.PE_INST.vga_out 1024
ARRAY.col.row.PE_INST.state_out 1024
[synthesized netlist by cell type, types with 159 or more instances]
library cell / count / share of area, %
inv_1: 6680 / 8.1
a21oi_1: 443 / 0.71
nand2b_1: 338 / 0.68
a211oi_1: 1603 / 3.9
and3_1: 1159 / 2.3
fa_1: 3844 / 25
a311oi_1: 912 / 2.6
o21ai_0: 247 / 0.40
mux2i_1: 579 / 1.9
nand4_1: 213 / 0.43
clkbuf_1: 965 / 1.2
a221o_1: 899 / 2.9
ha_1: 2946 / 12
nand2_1: 2098 / 2.5
nor4_1: 820 / 1.7
buf_2: 334 / 0.54
nand3_1: 352 / 0.57
nor3_1: 159 / 0.26
dfxtp_1: 4153 / 27
nor2_1: 3975 / 4.8
[cell families (layout without fill, tap and decap cells)]
group	Yosys count	count (layout)	share of synthesized area [%]
buffers and inverters	8035	8125	9.880
other	0	268	0
xor gates and xnor gates	39	39	0.1102
DFF	4153	4153	26.81
AOI/OAI and AO/OA	4235	4235	10.83
and+or+nand+nor	9323	9323	13.80
muxes	579	579	1.869
adders and majority gates	6790	6790	36.70
[tightest hold or removal path, stage by stage, from the launching register on]
cell     delay, ps
dfxtp_1        320
nand2_1         60
nor3_1          40
